--- /design/flow/run.sh ---
#!/bin/bash
# OpenROAD 26Q1-2900-gdf79404cd8, Yosys 0.63+post, stock flow scripts
make -C /OpenROAD-flow-scripts/flow DESIGN_CONFIG=/design/flow/config.mk WORK_HOME=/design/flow/orfs finish
--- /design/flow/config.mk ---
export PLATFORM = sky130hd
export DESIGN_NAME = main
export DESIGN_NICKNAME = main
export VERILOG_FILES = /design/flow/design.v
export SDC_FILE = /design/flow/constraint.sdc
export NUM_CORES = 4
export LEC_CHECK = 1
export CORE_UTILIZATION = 30
--- /design/flow/constraint.sdc ---
current_design main

set clk_period 3.3
set clk_io_pct 0.2

create_clock -name clk0 -period $clk_period [get_ports {clk}]

set non_clock_inputs [all_inputs -no_clocks]
set_input_delay [expr $clk_period * $clk_io_pct] -clock clk0 $non_clock_inputs
set_output_delay [expr $clk_period * $clk_io_pct] -clock clk0 [all_outputs]
--- /design/flow/design.v ---
`timescale 1ns / 1ps
module Majority(
		input wire x,
		input wire y,
		input wire z,
		output reg [2:0]trigger
    );
	wire majority;
	assign majority = (x & y) | (x & z) | (y & z);
	always @*
	begin
		trigger = {majority == x,majority == y,majority == z};
	end
endmodule
`timescale 1ns / 1ps
module X_Register(
		input wire clk,
		input wire trigger,
		input wire [18:0]key,
		input wire load,
		output wire out_reg,
		output wire x_maj
    );
	reg [18:0] x_reg;
	wire [18:0] x_next;
	wire xored;
	assign xored = x_reg[18] ^ x_reg[17] ^ x_reg[16] ^ x_reg[13];
	always @(posedge clk)
	begin
		if (load)
			x_reg = key;
		else if (trigger)
			x_reg = x_next;
	end
	assign x_next = {x_reg[17:0],xored};
	assign x_maj = x_reg[8];
	assign out_reg = x_reg[18];
endmodule
`timescale 1ns / 1ps
module Y_Register(
		input wire clk,
		input wire trigger,
		input wire [21:0]key,
		input wire load,
		output wire out_reg,
		output wire y_maj
    );
	reg [21:0] y_reg;
	wire [21:0] y_next;
	wire xored;
	assign xored = y_reg[21] ^ y_reg[20];
	always @(posedge clk)
	begin
		if (load)
			y_reg = key;
		else if (trigger)
			y_reg = y_next;
	end
	assign y_next = {y_reg[20:0],xored};
	assign y_maj = y_reg[10];
	assign out_reg = y_reg[21];
endmodule
`timescale 1ns / 1ps
module Z_Register(
		input wire clk,
		input wire trigger,
		input wire [22:0]key,
		input wire load,
		output wire out_reg,
		output wire z_maj
    );
	reg [22:0] z_reg;
	wire [22:0] z_next;
	wire xored;
	assign xored = z_reg[22] ^ z_reg[21] ^ z_reg[20] ^ z_reg[7];
	always @(posedge clk)
	begin
		if (load)
			z_reg = key;
		else if (trigger)
			z_reg = z_next;
	end
	assign z_next = {z_reg[21:0],xored};
	assign z_maj = z_reg[10];
	assign out_reg = z_reg[22];
endmodule
`timescale 1ns / 1ps
module main(
	input wire clk,
	input wire load,
	input wire [63:0]key,
	output wire encryption
    );
	wire [2:0]trigger;
	wire x_maj,y_maj,z_maj;
	wire x_out,y_out,z_out;
	wire [0:2] maj_triggers;
	X_Register x_reg(clk,trigger[0],key[18:0],load,x_out,x_maj);
	Y_Register y_reg(clk,trigger[1],key[40:19],load,y_out,y_maj);
	Z_Register z_reg(clk,trigger[2],key[63:41],load,z_out,z_maj);
	Majority maj(x_maj,y_maj,z_maj,trigger);
	assign encryption = x_out ^ y_out ^ z_out;
endmodule
==> ci_impl_report.md <==
### Yosys + OpenROAD results

| Metric | Value |
|---|---|
| Status | `complete, no violations` |
| 1st-pass router iterations | `4` |
| Critical path data required time | `2640 ps` |
| WL per Instance | `13.9 microns` |
| TritonCTS clock tree | `yes` |
| Routability congestion estimate | `around 0.77` |
| Crit-path most repeated cell | `xnor2_1` |
| Max Transition Viols Final | `0` |
| Postcts setup bufs | `0` |
| Critical Path, Cell by Cell | `xnor2_1 -> xnor2_1 -> clkdlybuf4s50_1` |
| Crit path launch type | `flip-flop` |
| Gr usage total | `11.4%` |
| DR vias/cell | `4.23` |
| Post-synth top area share | `67.0%` |
| Top cell excl fill/tap | `clkdlybuf4s50_1` |
| Clock power frac | `a little under a third` |
| Root Driver | `clkbuf_8` |
| Deepest clock path buffer count | `2` |
| Core area | `0.00924 sq mm` |
| Cell Type Count | `11` |
| Leakage dissipation | `1.33 nW` |
| FP Util | `31.1%` |
| Max cap viols | `0` |
| Combinational power share | `between 15 and 20%` |
| Final non-filler cell area | `0.00384 sq mm` |
| Post-synthesis register bit count | `64` |
| Pint | `1.79 mW` |
| Synth Seq Share | `67.0%` |
| DRT iter0 DRCs | `between 70 and 80` |
| Final worst-path cycle share | `between 60% and 70%` |
| Peak supply drop | `0.238 mV` |
| Layout cells sized above 1 | `about a third` |
| CP Capture Type | `primary output` |
| Synth Cell Area | `between 0.002 and 0.003 sq mm` |
| Clock skew | `6.24 ps` |
| # setup viols final | `0` |
| Placed cell areas | `about 0.0036 sq mm` |
| # H-tree levels | `3` |
| Min Tclk post-route | `between 2000 and 2500 ps` |
| Hpwl dp | `3.12 mm` |
| Worst-path fanout max | `2` |
| Tool warnings | `25` |
| Yosys chip area | `0.00287 sq mm` |
| Power Dens Cells | `594 mW/mm^2` |
| CP peak stage delay | `500 ps` |
| Mapped Cells | `158` |
| Vias in the first global route | `1604` |
| GR Overflow Total | `0` |
| # hold bufs at CTS | `0` |
| # Cells Yosys | `158` |
| Psw | `487 uW` |
| Max frequency | `446 MHz` |
| Logic area | `approximately 860 sq um` |
| Largest net degree at the start of global routing | `32` |
| Worst Tran Pin Value | `746 ps` |
| Worst path bufs/invs | `1` |
| Arr. time, crit path | `1580 ps` |
| Port bufs | `66` |
| DRC Markers | `0` |
| Clock Pin Slew Worst Setup and Hold Paths | `70 ps` |
| Clk latency of the worst-skew pair | `330 ps` |
| Die height | `99.8 microns` |
| RSZ-0062 raised after global routing | `false` |
| Hold Crit Class | `flip-flop to flip-flop` |
| Synth area leaders | `edfxtp_1 67%, mux2_2 24%, buf_6 2.7%` |
| Top Layout Cells | `65 x clkdlybuf4s50_1, 64 x edfxtp_1, 61 x mux2_2` |
| Synth-to-layout area growth | `33.9%` |
| Rows | `35` |
| DRT antenna net count | `0` |
| Worst slew margin | `between 50 and 60%` |
| IO Pins | `67` |
| Flop pwr share | `53.3%` |
| Initial antenna violation count | `0` |
| N_diodes | `0` |
| Final hold vios | `0` |
| Drt total wl | `between 5 and 6 mm` |
| Slowest CP cell | `clkdlybuf4s50_1` |
| Die Wd | `99.8 microns` |
| Delay-heaviest family, CP | `buffers and inverters` |
| Layout fillers | `between 800 and 900` |
| Yosys warning total | `4` |
| Max reg flops | `23` |
| Routed vias | `1536` |
| Sw Share | `21.3%` |
| Setup Crit Path Kind | `flip-flop to primary output` |
| Total CTS buffers | `9` |
| CTS resizes | `0` |
| Die area | `0.00996 sq mm` |
| CTS Sinks | `about 64` |
| TNS Setup | `0 ps` |
| Synth area leader | `edfxtp_1` |
| Synth Area per Inst | `18.2 sq um` |
| First-pass GRT wire length | `8.14 mm` |
| Sequential cell area | `0.00192 sq mm` |
kinds of logic (layout without fill, tap and decap cells):
family | Yosys count | count (layout) | synth area share (%)
and+or+nand+nor | 10 | 10 | 2.05
muxes | 61 | 61 | 23.9
buffers and inverters | 8 | 84 | 3.01
xor gates and xnor gates | 9 | 9 | 2.75
AOI/OAI and AO/OA | 6 | 6 | 1.31
DFF | 64 | 64 | 67.0
power by group through the flow:
stage / sequential [mW] / clock [mW] / combinational (mW)
4_1_cts: 1.22 / 0.729 / 0.374
5_1_grt: 1.24 / 0.753 / 0.405
6_report: 1.22 / 0.698 / 0.367
layout make-up:
class | instances | area share [%]
sequential | 64 | 50.0
multi-input combinational | 86 | 22.4
timing repair buffer | 70 | 18.2
tap | 129 | 4.20
clock buffer | 10 | 3.32
clock inverter | 4 | 1.86
cell usage after synthesis:
master / instances
edfxtp_1: 64
mux2_2: 61
xnor2_1: 9
buf_6: 7
nand2_1: 4
a21o_1: 3
nand3b_1: 3
o21ai_0: 3
or3b_1: 2
buf_4: 1
nor2_1: 1
worst paths after layout:
| check | from | to | slack [ps] | depth (start not counted) |
|---|---|---|---|---|
| setup / recovery | y_reg.y_reg[21] | encryption | 1060 | 3 |
| hold / removal | z_reg.z_reg[17] | z_reg.z_reg[18] | 550 | 1 |
| setup reg to reg | y_reg.y_reg[10] | x_reg.x_reg[10] | 1610 | 2 |
| hold reg to reg | z_reg.z_reg[17] | z_reg.z_reg[18] | 550 | 1 |
routing by layer:
metal	up-vias	GRT usage, %	part of all wire, %
met3	6	4.25	8.5
met2	57	15.3	41
met4	0	1.24	1.2
met5	-	0	0
met1	720	19.2	50
li1	753	-	-
metrics by stage:
stage | cells | hold WS [ps] | util [%] | power [mW] | worst slack (ps)
finish | 363 | 548 | 41.6 | 2.28 | 1060
global route | 363 | 563 | 41.6 | 2.40 | 918
CTS | 363 | 552 | 41.6 | 2.32 | 996
detailed placement | 349 | 532 | 39.4 | 1.60 | 1040
global placement | 349 | 526 | 39.4 | 1.60 | 1080
floorplan | 158 | 525 | - | 1.44 | 1470
No activity file was given, so power comes from the tool's default toggle rates.
